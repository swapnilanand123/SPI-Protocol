$ cat ./run.sh
#!/bin/bash
# OpenROAD 26Q1-2900-gdf79404cd8, Yosys 0.63+post, stock flow scripts
make -C /OpenROAD-flow-scripts/flow DESIGN_CONFIG=/design/flow/config.mk WORK_HOME=/design/flow/orfs finish
$ cat ./constraint.sdc
current_design spi

set clk_period 1.3
set clk_io_pct 0.2

create_clock -name clk0 -period $clk_period [get_ports {clk}]

set non_clock_inputs [all_inputs -no_clocks]
set_input_delay [expr $clk_period * $clk_io_pct] -clock clk0 $non_clock_inputs
set_output_delay [expr $clk_period * $clk_io_pct] -clock clk0 [all_outputs]
$ cat ./design.v
module spi (
  input clk, newd, rst,
  input [11:0] din,
  output reg sclk, cs, mosi
);
  typedef enum bit [1:0] {
    idle = 2'b00,
    enable = 2'b01,
    send = 2'b10,
    comp = 2'b11
  } state_type;
  reg [1:0] state = idle;
  reg [3:0] countc = 4'b0000;
  reg [3:0] count = 4'b0000;
  always @(posedge clk or posedge rst) begin
    if (rst) begin
      countc <= 4'b0000;
      sclk <= 1'b0;
    end else begin
      if (countc < 4'b1010)  
        countc <= countc + 1;
      else begin
        countc <= 4'b0000;
        sclk <= ~sclk;
      end
    end
  end
  reg [11:0] temp;
  always @(posedge sclk or posedge rst) begin
    if (rst) begin
      cs <= 1'b1;
      mosi <= 1'b0;
    end else begin
      case (state)
        idle: begin
          if (newd) begin
            state <= send;
            temp <= din;
            cs <= 1'b0;
          end else begin
            state <= idle;
            temp <= 8'h00;
          end
        end
        send: begin
          if (count <= 11) begin
            mosi <= temp[count];  
            count <= count + 1;
          end else begin
            count <= 4'b0000;
            state <= idle;
            cs <= 1'b1;
            mosi <= 1'b0;
          end
        end
        default: state <= idle;
      endcase
    end
  end
endmodule
$ cat ./config.mk
export PLATFORM = sky130hd
export DESIGN_NAME = spi
export DESIGN_NICKNAME = spi
export VERILOG_FILES = /design/flow/design.v
export SDC_FILE = /design/flow/constraint.sdc
export NUM_CORES = 4
export LEC_CHECK = 1
export CORE_AREA = 10 10 112 112
export DIE_AREA = 0 0 122 122
==> run notes <==
run metrics: Post-DP HPWL 1520 µm, routed wire length per instance 7.93 µm, endpoints left unconstrained 38, Fin. Hold Viols 0, setup violators final 0, Post-Syn Area 0.00108 mm², ys flop type edfxtp_1, die area 0.0149 mm², Final min period 1090 ps, Synth Area per Inst 12.8 µm², Initial Util 10.5%, f_max 0.915 GHz, slew margin rel. 75.8%, placed inst area 0.00141 mm², HP Class input port to async pin, sum of buffers and inverters on the critical path 1, register share after synthesis 63.8%, Static Leak 0.000508 µW, drt total wl 1900 µm, CTS tree done, xor+xnor area frac 0.814%, H-tree levels 1, first-pass GRT wire length 3240 µm, hold_buf cts 0, slowest CP cell dfrtp_1, antenna violations before repair 0, mux share 7.21%, Logic pwr share 13.6%, Net Sw Frac 20.2%, Post-CTS Setup Inserts 0, Late-Pin Clk Latency 220 ps, DP Cell Count 235, area leader, netlist edfxtp_1, Tcrit/Tclk final 84.1%, row cnt 37, pwr/cell area 363 mW/mm², setup_tns 0 ps, Post-synth area hogs edfxtp_1 (47%), dfrtp_1 (14%), and2_1 (8.1%), Crit path largest cell delay 370 ps, crit-path leading delay family flip-flops, Complex Gates by Area 6.86%, worst-margin pin slew 360 ps, DR pass1 iterations 2, # diodes 0, largest net degree at the start of global routing 21, yosys stat chip area 0.00108 mm², Dominant cell area share 47.4%, vias post-DR 638, clock share of power 54.7%, vias in the first global route 643, RSZ-0062 raised after global routing no, Crit Path Max Fanout 2, CP cell instances dlygate4sd2_1, ys cells 84, Comb gate area 354 µm², IO Pins 18, skew final 2.43 ps, clk slew on worst S/H paths 40 ps, startpoint class of the critical path register, sequential power share 31.7%, Area Overhead vs Synth 35.0%, CTS Buf Count 3, Iter 0 DRT Violations 32, Finished Layout Cells 239, DR vias/cell 2.67, Yosys reg bits 24, Pins Over Slew Limit 0, Int Power 421 µW, OpenROAD warning count 25, P_sw 106 µW, FA/HA/MAJ Cells, Area Fraction 2.33%, Post-synth EDFFs 17, warnings from Yosys 1, register pins left without a clock 19, detailed-route DRC error count 0, Core Area 0.0102 mm², die height 122 µm, GR Overflow Total 0, Design Area, Final 0.00145 mm², max-cap violation count 0, critical path endpoint category output pin, antenna viol nets, final 0, comb area leader simple AND/OR/NAND/NOR gates, post-synthesis instance total 84, Longest Clk Path Bufs 2, fill cell count 1125, fraction of layout cells with a size suffix above 1 11.7%, Synth cell types 23, GRT Total Usage 2.74%, GP Congestion 0.712, CP arrival 830 ps, PortBufs 17, critical path class register to output pin, CTS resizes 1, Pwr Total 527 µW, Chip Width 122 µm, Req. time, crit path 1040 ps, Synth async-reset ratio 29.2%, Sequential Area 687 µm², Simple Share, Synth 15.7%, maximum vdd drop 0.758 mV, Root Driver clkbuf_8, outcome completed
==> worst paths after layout <==
check	from	cells after the start	slack, ps	end
setup reg to reg	countc[2]	2	290	countc[0]
setup / recovery	sclk	1	210	sclk
max in group asynchronous	rst	2	700	countc[3]
hold reg to reg	countc[0]	1	480	countc[0]
min in group clk0	countc[0]	1	480	countc[0]
hold / removal	rst	2	380	countc[2]
==> layout by cell type (no fill, tap or decap), types with 3 or more instances in the layout <==
cell	netlist	routed
a21oi_1	4	4
and2_1	14	14
inv_1	3	3
o21ai_0	5	5
clkdlybuf4s50_1	0	16
nand2_1	6	6
clkbuf_8	0	3
nor2_1	8	8
edfxtp_1	17	17
dfrtp_1	6	6
==> sequential cells by signal, summed over array words and instances, names as in the netlist <==
signal	flops
mosi	1
countc	4
cs	1
temp	12
count	4
sclk	1
state	1
==> cell type report <==
cell class | instances | area share (%)
flip-flops and latches | 24 | 47.3
inverters | 3 | 0.775
repair buffers | 19 | 12.7
clock buffers | 3 | 2.84
well taps | 136 | 11.7
clock inverters | 1 | 0.345
multi-input cells | 53 | 24.4
==> metal layers <==
metal  GRT usage, %  part of all wire, %  vias to the layer above  wire [µm]
met1           4.32                   59                      283       1110
met4          0.447                  1.5                        0         29
met3           1.50                  7.6                        2        145
li1               -                    -                      331          -
met2           3.13                   32                       22        609
met5              0                    0                        -          0
==> cell usage after synthesis, types with 3 or more instances <==
library cell  count
edfxtp_1         17
dfrtp_1           6
nor2_1            8
inv_1             3
a21oi_1           4
nand2_1           6
o21ai_0           5
and2_1           14
==> stage by stage <==
step | worst slack, ps | hold slack (ps) | utilization (%)
2_1_floorplan | 409 | 62.7 | -
4_1_cts | 197 | 388 | 14.2
5_1_grt | 172 | 425 | 14.2
3_5_place_dp | 247 | 468 | 13.8
3_3_place_gp | 238 | 455 | 13.8
6_report | 207 | 384 | 14.2
==> kinds of logic (layout without fill, tap and decap cells) <==
kind of cell,count (synthesis),count (layout)
DFF,24,24
buffers and inverters,7,26
xor gates and xnor gates,1,1
adders and majority gates,2,2
AOI/OAI and AO/OA,12,12
and+or+nand+nor,33,33
muxes,5,5
==> power by group through the flow <==
stage | Clock (µW) | Sequential [µW] | Combinational (µW)
final | 288 | 167 | 71.8
after CTS | 297 | 167 | 74.1
after global routing | 318 | 167 | 80.7
Power and IR drop assume default switching activity.
